<file path="/design/flow/run.sh">
#!/bin/bash
# OpenROAD 26Q1-2900-gdf79404cd8, Yosys 0.63+post, stock flow scripts
make -C /OpenROAD-flow-scripts/flow DESIGN_CONFIG=/design/flow/config.mk WORK_HOME=/design/flow/orfs finish
</file>
<file path="/design/flow/config.mk">
export PLATFORM = sky130hd
export DESIGN_NAME = seven_seg_display
export DESIGN_NICKNAME = seven_seg_display
export VERILOG_FILES = /design/flow/design.v
export SDC_FILE = /design/flow/constraint.sdc
export NUM_CORES = 4
export LEC_CHECK = 1
export CORE_AREA = 10 10 70 70
export DIE_AREA = 0 0 80 80
</file>
<file path="/design/flow/constraint.sdc">
current_design seven_seg_display

set clk_period 1.1
set clk_io_pct 0.2

create_clock -name clk0 -period $clk_period

set non_clock_inputs [all_inputs -no_clocks]
set_input_delay [expr $clk_period * $clk_io_pct] -clock clk0 $non_clock_inputs
set_output_delay [expr $clk_period * $clk_io_pct] -clock clk0 [all_outputs]
</file>
<file path="/design/flow/design.v">
module seven_seg_display(
	input 	logic	[3:0]s,
	output 	logic [6:0]seg
);
	logic A,B,C,D;
	assign A = s[3];
	assign B = s[2];
	assign C = s[1];
	assign D = s[0];
	always_comb
		case(s[3:0])
			4'b0000: seg[6:0] = 7'b0000001;
			4'b0001: seg[6:0] = 7'b1001111;
			4'b0010: seg[6:0] = 7'b0010010;
			4'b0011:seg[6:0] = 7'b0000110;
			4'b0100:seg[6:0] = 7'b1001100;
			4'b0101:seg[6:0] = 7'b0100100;
			4'b0110:seg[6:0] = 7'b0100000;
			4'b0111:seg[6:0] = 7'b0001111;
			4'b1000:seg[6:0] = 7'b0000000;
			4'b1001:seg[6:0] = 7'b0001100;
			4'b1010:seg[6:0] = 7'b0001000;
			4'b1011:seg[6:0] = 7'b1100000;
			4'b1100:seg[6:0] = 7'b0110001;
			4'b1101:seg[6:0] = 7'b1000010;
			4'b1110:seg[6:0] = 7'b0110000;
			4'b1111:seg[6:0] = 7'b0111000;
		endcase
endmodule
</file>
==> impl_metrics.ini <==
; physical design summary
[job]
max-cap-violations = 0
log.warning_count = 39

[grt]
global_route.overflow_total = 0
global_route_wire_length_before_repair_um = 1856
grt_pass1_vias = 413
antenna_found_initial = 0
grt_usage = 0.03348
grt_max_degree = 10

[timing]
rsz0062_at_grt = true
setup_viol_count_final = 7
timing_max_transition_violations_final = 0
timing.max_slew.rel_slack = 0.8819
finalCritPeriodShare = 1.209
final.min_clock_period_ns = 1.330
timing.setup.tns_ns = -0.8205
transition_time_at_the_pin_with_the_least_slew_margin_ns = 0.1761
hold_ws_ns = 0.7675
finalHoldViolCount = 0
achievable-frequency_ghz = 0.7521
setup_slack_ns = -0.2296

[routing]
total_wire_length_um = 1064
antenna_left = 0
drt-pass1-iter-count = 4
detailedRoute.firstIterationViolations = 1
detail_route.antenna_diodes = 0
post-route-drc-count = 0
vias = 368
wire_per_inst_um = 9.761
vias_per_std_cell = 3.376

[floorplan]
row_count = 21
die_width_um = 80
placeableCoreArea_um2 = 3416
fp-utilization = 0.07766
chipHeight_um = 80
num_io_pins = 11
floorplan.die_area_um2 = 6400

[worst_setup_path]
path_max_fanout = 4
worstSetupEndpointType = primary output
start_kind = input port
crit_type = in2out
critical_path_arrival_ns = 1.11
cp.required_ns = 0.88

[logic_synthesis]
avgSynthCellArea_um2 = 6.980
netlist_logic_family_top = AND-OR/OR-AND gates
area_leaders = sky130_fd_sc_hd__ha_1 28%, sky130_fd_sc_hd__nor2_1 8.5%, sky130_fd_sc_hd__o21ai_1 7.5%
ys_sh_xor = 0
ys_top_cells_by_count = 6 x sky130_fd_sc_hd__ha_1, 6 x sky130_fd_sc_hd__nor2_1, 4 x sky130_fd_sc_hd__o21ai_1
ys_sh_simple = 0.2264
yosys.area.top_type = sky130_fd_sc_hd__ha_1
mux_share = 0.09906
yosys_chip_area_um2 = 265.3
post_synth_instance_area_um2 = 265.3
synth.yosys.seq_area_share = 0
ys.warnings.count = 1
synth.top_cell.area_share = 0.2830
synth-compound-area-share = 0.3019
post_synth_num_cell_types = 19
synthesis.instances = 38
synth.yosys.num_cells = 38
synth_adder_area_share = 0.2830

[power_and_ir_drop]
power_leakage_nw = 0.2856
finalPower_mw = 0.2495
p_per_area_nw_per_um2 = 356.7
max-vdd-ir-drop_mv = 0.1708

[placed_design]
port-buffer-count = 11
gp_congestion = 0.7979
hpwl_um = 729.2

[clock_tree]
cts.hold.buffers_added = 0

[finish]
layout.core_utilization = 0.2048
layout-drive-gt1-share = 0.8095
areaGrowthSynthToFinish_pct = 163.7
register_area_um2 = 0
nFlopsAndLatches = 0
final.clkbuf_count = 0

[run_status]
failed_checks = negative setup slack
outcome = finished, violations left

[min_path]
min-delay-path-class = in2out
## path summary, 6_finish.rpt
kind	startpoint	to	cells past startpoint
setup / recovery	s[1]	seg[6]	7
hold / removal	s[3]	seg[5]	3
## power breakdown
group          internal [mW]  switching, mW
logic                  0.143          0.107
clock network              0              0
registers                  0              0
## layer usage
layer	part of all wire	up-vias	wire length [um]	global-route usage
li1	-	188	-	-
met3	0.037	0	39	0.006818
met4	0	0	0	0.001761
met5	0	-	0	0
met1	0.41	174	432	0.04021
met2	0.56	6	592	0.06180
## stage by stage
stage               cell area [um^2]  instances  setup WS [ns]
floorplan                      277.8         38       0.003957
global placement               538.0        107         -1.138
detailed placement             538.0        107         -1.150
CTS                            688.2        109        -0.2476
global route                   699.4        109        -0.2656
finish                         699.4        109        -0.2296
## logic make-up after synthesis
group           count (synthesis)
simple gates                   13
mux                             2
buf+inv                         5
fa+ha+maj                       6
compound gates                 12
## repair_timing
item | CTS | global route
resized | 79 | 10
setup endpoints to repair | 7 | 7
cloned | 0 | 0
buffers inserted | 2 | 0
pin swaps | 11 | 3
## cell usage in the layout, fill, tap and decap left out, types with 2 or more instances in the layout
cell	instances
sky130_fd_sc_hd__buf_2	7
sky130_fd_sc_hd__mux2_4	2
sky130_fd_sc_hd__o21ai_2	2
sky130_fd_sc_hd__buf_12	2
sky130_fd_sc_hd__o21ai_1	3
sky130_fd_sc_hd__nand3_1	3
sky130_fd_sc_hd__ha_4	6
sky130_fd_sc_hd__nor2_4	2
sky130_fd_sc_hd__inv_8	2
sky130_fd_sc_hd__nor2_1	3
sky130_fd_sc_hd__buf_4	7
sky130_fd_sc_hd__a21oi_2	3
sky130_fd_sc_hd__buf_6	10
## layout make-up
type	instances	area, um^2
fill	390	2716
multi-input combinational	33	370.4
timing repair buffer	27	245.2
tap	46	57.56
inverter	3	26.28
## critical path, stage by stage
cell	delay (ns)
sky130_fd_sc_hd__buf_12	0.11
sky130_fd_sc_hd__inv_8	0.05
sky130_fd_sc_hd__ha_4	0.12
sky130_fd_sc_hd__nor2b_2	0.04
sky130_fd_sc_hd__or3b_1	0.36
sky130_fd_sc_hd__o31ai_2	0.07
sky130_fd_sc_hd__buf_2	0.13
Power figures rest on the tool's default switching activity, not on a simulated workload.
